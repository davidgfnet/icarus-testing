[flow/config.mk]
export PLATFORM = sky130hd
export DESIGN_NAME = uart_echo
export DESIGN_NICKNAME = uart_echo
export VERILOG_FILES = /design/flow/design.v
export SDC_FILE = /design/flow/constraint.sdc
export NUM_CORES = 4
export LEC_CHECK = 1
export CORE_UTILIZATION = 30
[flow/constraint.sdc]
current_design uart_echo

set clk_period 3.0
set clk_io_pct 0.2

create_clock -name clk0 -period $clk_period [get_ports {clk}]

set non_clock_inputs [all_inputs -no_clocks]
set_input_delay [expr $clk_period * $clk_io_pct] -clock clk0 $non_clock_inputs
set_output_delay [expr $clk_period * $clk_io_pct] -clock clk0 [all_outputs]
[flow/design.v]
`timescale 1ns / 1ps
module uart(
	input       clk,        
	input       reset,
	input       rx,         
	output reg  tx,         
	input [7:0] tx_byte,   
	input       tx_req,    
	output reg  tx_busy,   
	output reg  rx_ready,  
	output reg [7:0] rx_byte    
);
initial begin
	$dumpvars(0, tx_tick_count);
	$dumpvars(0, out_buffer);
	$dumpvars(0, tx_fsm);
end
parameter clock_freq = 100000000;  
parameter baud_rate =     115200;  
parameter counter_max = clock_freq / baud_rate;
parameter counter_sample = counter_max / 2;
reg rx_in1, rx_in2, rx_in;
always @(posedge clk)
begin
	if (reset) begin
		rx_in  <= 1;
		rx_in2 <= 1;
		rx_in1 <= 0;
	end else begin
		rx_in  <=  rx_in2;
		rx_in2 <= ~rx_in1;
		rx_in1 <= ~rx;
	end
end
reg [6:0] rx_queue;  
always @(posedge clk)
begin
	if (reset)
		rx_queue <= 7'b1111111;
	else
		rx_queue <= { {rx_queue[5:0]}, {rx_in} };
end
wire [2:0] rx_wnd_cnt;
wire rx_filtered;
assign rx_wnd_cnt = rx_queue[0] + rx_queue[1] +
					rx_queue[2] + rx_queue[3] +
					rx_queue[4] + rx_queue[5] +
					rx_queue[6];
assign rx_filtered = rx_wnd_cnt[2];
reg [ 3:0] fsm_state;
reg [ 9:0] received_bits;
reg [15:0] bit_sample_count;
always @(posedge clk)
begin
	rx_ready <= 0;
	if (reset) begin
		fsm_state <= 0;
	end else begin
		if (fsm_state == 4'h0) begin
			if (!rx_filtered) begin
				bit_sample_count <= 0;
				fsm_state <= 4'h1;
			end
		end else if (fsm_state == 4'hB) begin
			if (rx_filtered) begin
				fsm_state <= 4'h0;
				if (received_bits[0] == 0 && received_bits[9] == 1) begin
					rx_byte <= received_bits[8:1];
					rx_ready <= 1;
				end
			end
		end else begin
			bit_sample_count <= bit_sample_count + 1'b1;
			if (bit_sample_count == counter_sample) begin
				received_bits <= { {rx_filtered}, {received_bits[9:1]} };
			end else if (bit_sample_count == counter_max) begin
				fsm_state <= fsm_state + 1'b1;
				bit_sample_count <= 0;
			end
		end
	end
end
reg [10:0] out_buffer;
reg [ 4:0] tx_fsm;
reg [15:0] tx_tick_count;
reg [ 7:0] tx_out_serial;
always @(posedge clk)
begin
	tx_out_serial[7:1] <= tx_out_serial[6:0];
	tx <= tx_out_serial[7];
	if (reset) begin
		tx_out_serial <= ~0;
		tx_busy <= 0;
	end else if (tx_req && !tx_busy) begin
		out_buffer <= { 2'b11, tx_byte, 1'b0 };
		tx_busy <= 1;
		tx_fsm <= 4'h0;
		tx_tick_count <= 16'h0000;
	end else if (tx_busy) begin
		tx_out_serial[0] <= out_buffer[0];
		if (tx_tick_count == counter_max) begin
			tx_tick_count <= 0;
			tx_fsm <= tx_fsm + 1'b1;
			out_buffer <= { 1'b1, out_buffer[10:1] };
		end else begin
			tx_tick_count <= tx_tick_count + 1'b1;
		end 
		if (tx_fsm == 11)  
			tx_busy <= 0;
	end
end
endmodule
`timescale 1ns / 1ps
module uart_echo(
    input clk,
    input uart_rx,
    output uart_tx
);
wire[7:0] data_rx;
reg [7:0] data_tx;
wire      got_something;
reg       do_send;
wire      tx_busy;
wire      fifo_empty;
reg       fifo_rd_done;
wire[7:0] fifo_rd_port;
always @(posedge clk) begin
	do_send <= 0;
	if (!tx_busy && !do_send) begin
		data_tx <= data_tx + 1'b1;
		do_send <= 1;
	end
end
uart uart_test(
	.clk(clk), .reset(1'b0),
	.rx(uart_rx), .tx(uart_tx),
	.tx_byte(data_tx), .tx_req(do_send), .tx_busy(tx_busy),
	.rx_ready(got_something), .rx_byte(data_rx)
);
endmodule
[flow/run.sh]
#!/bin/bash
# OpenROAD 26Q1-2900-gdf79404cd8, Yosys 0.63+post, stock flow scripts
make -C /OpenROAD-flow-scripts/flow DESIGN_CONFIG=/design/flow/config.mk WORK_HOME=/design/flow/orfs finish
==> results_dict.tcl <==
# metrics dict for downstream scripts
set metrics [dict create \
    status "complete, no violations" \
    critPathMaxFanout 15 \
    pwr_density_cell_mw_per_mm2 506 \
    drtAntennaViolNets 0 \
    antenna_cells 0 \
    io_buffers 1 \
    clk_latency_ns 0.30 \
    worst_setup_path_start_kind "register" \
    die_w_um 83.5 \
    ys_ff 49 \
    drt_iter0_drc 48 \
    grt_overflow_total 0 \
    ir_drop_v 0.000304 \
    maxCapViolCount 0 \
    tightest_slew_ns 0.710 \
    warning_count 27 \
    layout_min_cycle_time_ns 2.19 \
    drive_gt1_share_pct 9.78 \
    num_vias 1217 \
    wl_per_cell_um 11.8 \
    period_used_pct 72.9 \
    wirelength_um 3070 \
    cts-htree-levels 2 \
    leakage_nw 0.767 \
    antenna_found_initial 0 \
    top_cell "dfxtp_1" \
    path_clk_slew_ns 0.09 \
    synthTopCellsByArea "dfxtp_1 32%, edfxtp_1 26%, xnor2_1 7.5%" \
    cts_setup_buffers 0 \
    ys_types 34 \
    rsz0062_at_grt "no" \
    dpl.hpwl_um 2060 \
    clock-sinks 49 \
    cts_buffer_depth 2 \
    synth-edff-count 17 \
    grt_usage_pct 9.58 \
    hold_viol_final 0 \
    chipArea_sq_mm 0.00698 \
    synthCells 177 \
    grt_first_pass_wirelength_um 5340 \
    crit_required_ns 3.19 \
    syn_avg_cell_area_sq_um 11.3 \
    end_kind "register" \
    yosysCellCount 177 \
    pre_cts_ws_ns 0.812 \
    cp.arrival_ns 2.38 \
    async_flop_share_pct 0 \
    ys_area_sq_mm 0.00199 \
    fmax_mhz 457 \
    cts_resized 0 \
    synth_area_sq_mm 0.00199 \
    cts-hold-fix-buffers 0 \
    cts_buffers 5 \
    grt_max_degree 17 \
    area_growth_pct 10.8 \
    grt_pass1_vias 1148 \
    final_cells 261 \
    die_height_um 83.5 \
    ys_warn_count 5 \
    dr.pass1.iters 4 \
    tns_ns 0 \
    yosys-top-cells-count "32 x dfxtp_1, 19 x nor2_1, 17 x edfxtp_1, 17 x xnor2_1, 14 x nand2_1" \
    fin_ws_ns 0.814 \
    core_area_sq_mm 0.00639 \
    synth_area_leader_cell "dfxtp_1" \
    setup_violations 0 \
    ys_seq_share_pct 57.7 \
    slew_headroom_pct 52.6 \
    skew_ns 0.00634 \
    ff_type "dfxtp_1" \
    gp_congestion 0.833 \
    via_per_inst 4.66 \
    drv_slew 0 \
    synthDominantCellAreaShare_pct 32.1 \
    criticalPathCategory "register to register" \
    place_inst 253 \
    cts_tree "done" \
    clockRootBuffer "clkbuf_8" \
    num_rows 29 \
    hold_class "register to register" \
    fp_util_pct 31.2 \
    ioPinCount 3 \
    drc 0 \
]
[cell type report]
| class | instances | area, sq um |
|---|---|---|
| multi-input combinational | 115 | 790 |
| sequential | 49 | 1150 |
| timing repair buffer | 4 | 32.5 |
| inverter | 8 | 30.0 |
| clock inverter | 2 | 16.3 |
| clock buffer | 6 | 93.8 |
| tap | 77 | 96.3 |
| fill | 623 | 4180 |
[critical path, cell delays in order, from the launching register on]
cell and delay [ns]:
dfxtp_1 0.65, and4b_1 0.28, nand4_2 0.21, nand2b_1 0.59
buf_4 0.28, nor2_1 0.06
[kinds of logic (layout without fill, tap and decap cells)]
logic type | count (synthesis) | count (layout) | share of synthesized area [%]
mux | 3 | 3 | 1.63
xor+xnor | 20 | 20 | 8.78
fa+ha+maj | 4 | 4 | 2.51
flops | 49 | 49 | 57.7
compound gates | 15 | 15 | 5.71
simple gates | 73 | 73 | 21.0
buf+inv | 13 | 20 | 2.70
[layout by cell type (no fill, tap or decap), types with 2 or more instances in the layout]
cell	n
xnor2_1	17
clkbuf_8	5
nor3_1	4
or3_1	2
mux2_2	2
and4_1	2
o21ai_0	2
nor2b_1	3
nor4_4	2
nand4_1	7
a21oi_1	2
nand2_1	14
nand4_2	2
xor2_1	3
dfxtp_1	32
nor4_1	5
a22o_1	7
inv_1	8
nor2_1	19
ha_1	4
buf_4	3
edfxtp_1	17
nand3_1	8
[where the power goes]
| part | internal, W | switching, W |
|---|---|---|
| clock | 0.000216 | 0.000220 |
| sequential | 0.000681 | 0 |
| combinational | 0 | 0 |
| total | 0.000897 | 0.000220 |
[per-stage QoR]
stage	total power, W	util, %	cell area, sq um	hold WS, ns
2_1_floorplan	0.000697	-	1990	0.310
3_3_place_gp	0.000697	32.9	2100	0.313
3_5_place_dp	0.000697	32.9	2100	0.315
4_1_cts	0.00113	34.6	2210	0.335
5_1_grt	0.00116	34.6	2210	0.341
6_report	0.00112	34.6	2210	0.334
[sequential cells by signal (all words and copies together) (netlist names)]
signal	count
data_tx	8
do_send	1
uart_test.out_buffer	9
uart_test.tx	1
uart_test.tx_busy	1
uart_test.tx_fsm	5
uart_test.tx_out_serial	8
uart_test.tx_tick_count	16
[worst paths after layout]
path                                 startpoint                                 endpoint  slack, ns  cells after the start
max                uart_test.tx_busy$_SDFF_PP1_  uart_test.tx_tick_count[4]$_SDFFE_PP0P_       0.81                      5
min          uart_test.tx_out_serial[7]$_DFF_P_                     uart_test.tx$_DFF_P_       0.33                      0
max reg2reg        uart_test.tx_busy$_SDFF_PP1_  uart_test.tx_tick_count[4]$_SDFFE_PP0P_       0.81                      5
min reg2reg  uart_test.tx_out_serial[7]$_DFF_P_                     uart_test.tx$_DFF_P_       0.33                      0
[routing by layer]
| layer | vias up | part of all wire (%) | GRT usage (%) | routed length [um] |
|---|---|---|---|---|
| met1 | 561 | 54 | 15.4 | 1650 |
| met4 | 0 | 0.88 | 1.23 | 27 |
| met3 | 5 | 2.9 | 2.31 | 88 |
| met2 | 9 | 42 | 14.0 | 1300 |
| met5 | - | 0 | 0 | 0 |
| li1 | 642 | - | - | - |
No activity file was given, so power comes from the tool's default toggle rates.
