## flow/design.v

```verilog
`timescale 1ns / 1ps
module fifo #(parameter width = 16)
(
	input clk,
	input reset,
	input  [(width-1):0] wr_port,   
	input                wr_req,    
	output               q_full,    
	output [(width-1):0] rd_port,   
	output               q_empty,   
	input                rd_done    
);
parameter nentries =     64;
parameter entrysz =       6;   
initial $dumpvars(0, write_ptr);
initial $dumpvars(0, read_ptr);
wire [entrysz:0]    nentries_bus;
reg [(width-1):0]   entries [0:(nentries-1)];
reg  [entrysz:0]    write_ptr, read_ptr;
wire [entrysz:0]    next_write_ptr, next_read_ptr;
assign nentries_bus = nentries;
assign q_full = (read_ptr - write_ptr) == nentries_bus;
assign q_empty = (read_ptr == write_ptr);
assign next_write_ptr = write_ptr + 1'b1;   
assign next_read_ptr = read_ptr + 1'b1;     
always @(posedge clk)
begin
	if (reset) begin
		write_ptr <= 0;
		read_ptr <= 0;
	end else begin
		if (wr_req && !q_full) begin
			write_ptr <= next_write_ptr;
			entries[write_ptr[(entrysz-1):0]] <= wr_port;
		end
		if (rd_done && !q_empty) begin
			read_ptr <= next_read_ptr;
		end
	end
end
assign rd_port = entries[read_ptr[(entrysz-1):0]];
endmodule
```

## flow/config.mk

```make
export PLATFORM = sky130hd
export DESIGN_NAME = fifo
export DESIGN_NICKNAME = fifo
export VERILOG_FILES = /design/flow/design.v
export SDC_FILE = /design/flow/constraint.sdc
export NUM_CORES = 4
export LEC_CHECK = 1
export CORE_UTILIZATION = 30
```

## flow/constraint.sdc

```tcl
current_design fifo

set clk_period 29.5
set clk_io_pct 0.2

create_clock -name clk0 -period $clk_period [get_ports {clk}]

set non_clock_inputs [all_inputs -no_clocks]
set_input_delay [expr $clk_period * $clk_io_pct] -clock clk0 $non_clock_inputs
set_output_delay [expr $clk_period * $clk_io_pct] -clock clk0 [all_outputs]
```

## flow/run.sh

```bash
#!/bin/bash
# OpenROAD 26Q1-2900-gdf79404cd8, Yosys 0.63+post, stock flow scripts
make -C /OpenROAD-flow-scripts/flow DESIGN_CONFIG=/design/flow/config.mk WORK_HOME=/design/flow/orfs finish
```

==> GITHUB_STEP_SUMMARY <==
### Flow metrics

| Metric | Value |
|---|---|
| Critical path capture point type | output port |
| Sw Ratio | 0.239 |
| Area inside the core boundary | 132,000 µm² |
| Growth of design area from synthesis to finish | 15.3% |
| Area of placed instances | 43,000 µm² |
| Worst clock skew | approximately 0.05 ns |
| Number of iterations in the first detailed-routing pass | 5 |
| Clock sink count | roughly 1.0k |
| CP delay by family, top | buffers and inverters |
| Num rows | 133 |
| NetSw | 0.835 mW |
| Largest fanout on the critical path | between 70 and 80 |
| Tightest Hold Check Type | flip-flop to flip-flop |
| Slowest stage delay, CP | around 0.8 ns |
| Number of buffers inserted by hold repair at cts | 0 |
| Leak Pwr | 13.8 nW |
| Final critical path time including I/O delays and setup | 10.98 ns |
| Cell Chain, Critical Path | buf_12 > buf_4 > mux4_2 > nor2_1 > nor3_1 > o21ai_0 > o31ai_1 > clkdlybuf4s50_1 |
| Final weighted congestion of routability-driven global placement | 0.851 |
| Top area cells in the synthesized netlist | sky130_fd_sc_hd__edfxtp_1, sky130_fd_sc_hd__mux4_2, sky130_fd_sc_hd__nor2_1 |
| Commonest cells post-synth | sky130_fd_sc_hd__edfxtp_1, sky130_fd_sc_hd__mux4_2, sky130_fd_sc_hd__nor2_1 |
| Clock root buffer master | sky130_fd_sc_hd__clkbuf_16 |
| Die Height | roughly 370 µm |
| Post-layout period usage | 0.372 |
| Top-level I/O count | 38 |
| Maximum buffer depth of the clock tree | 3 |
| Area share of the largest cell type after synthesis | 0.767 |
| Outcome | complete, no violations |
| Path type of the worst setup path | flip-flop to output port |
| Post-Syn Area | between 40,000 and 50,000 µm² |
| Number of vias in the routed layout | around 19k |
| Power density normalized to cell area | between 70 and 80 nW/µm² |
| Count of instantiated cells in the yosys netlist | 1,856 |
| Power Total | 3.50 mW |
| Maximum clock frequency | a little over 90 MHz |
| CP arrival | 5.08 ns |
| Maximum number of pins on one net before global-route repair | roughly 96 |
| Most frequent cell after synthesis | sky130_fd_sc_hd__edfxtp_1 |
| Crit path buf inv count | 3 |
| X dimension of the die | between 300 and 400 µm |
| Mean cell area of the mapped netlist | around 22 µm² |
| Worst slew pin tran | 0.870 ns |
| Initial Util | 0.304 |
| Final setup fails | 0 |
| Number of buffers inserted by port buffering | 37 |
| DRT antenna net count | 0 |
| Cell with the biggest individual delay on the critical path | sky130_fd_sc_hd__dfxtp_4 |
| Number of inserted diodes | 0 |
| Number of enable-type register cells in the synthesized netlist | roughly 1k |
| Relative contribution of sequential cells to total power | 0.475 |
| H-Tree Level Count | 3 |
| Drt total wl | roughly 93,000 µm |
| Critical hold path startpoint | write_ptr[6] |
| Mean number of vias per cell | between 4 and 5 |
| Max-capacitance violation count | 0 |
| Global-route usage over all layers | 0.149 |
| Max_slew headroom | 0.419 |
| Most area-hungry cell type in the Yosys netlist | sky130_fd_sc_hd__edfxtp_1 |
| Num CTS Buffers | 103 |
| Setup repair after global routing missed its margin | no |
| Clock transition at path regs | approximately 0.06 ns |
| Peak VDD IR | ~0.068 mV |
| Fillers | between 10k and 15k |
| Asr flop ratio synth | 0 |
| Final hold viol count | 0 |
| Drt first-iter violations | about 1.2k |
| Log Warnings | 26 |
| Unique masters post-synth | ~48 |
| Total global routing overflow | 0 |
| Final instance count without filler cells | ~3.8k |
| Post-route worst hold slack | a little over 0.5 ns |
| TritonCTS clock tree | built |
| Cell internal pwr | approximately 2.7 mW |
| Average wire length per cell after detail routing | 24.3 µm |
| Total half-perimeter wirelength after legalization and detailed placement | between 50,000 and 60,000 µm |
| Worst path required time | about 24 ns |
| CP startpoint kind | flip-flop |
| Count of placed standard cells including taps | around 3.7k |
| First-pass GRT wire length | about 140,000 µm |
| Clock share of power | 0.363 |
| Chip area | roughly 140,000 µm² |
| YS chip area | approximately 40,000 µm² |
| Clk ins delay skew pair | roughly 0.69 ns |
| Buffers inserted during post-CTS setup optimization | 0 |
| Reg-to-Reg Start | write_ptr[2] |
| Number of pins with negative max-slew slack in the final report | 0 |
| Fraction of power consumed by combinational cells | 0.163 |
| Total negative slack for setup checks | 0 ns |
| Dominant synthesized flop cell | sky130_fd_sc_hd__edfxtp_1 |
| Number of remaining DRC errors | 0 |
| DP Worst Slack | 19.19 ns |
| Core Util, Final | 0.350 |
| Post-synth regs | 1,044 |
| Finished layout cell area | ~46,000 µm² |
| Syn Inst Count | 1,856 |
| Worst Setup Slack, final | ~19 ns |
| Count of warnings emitted by yosys | 3 |
| Fraction of final layout cells with drive strength greater than 1 | 0.260 |
| Number of antenna violations at the first check in global routing | 3 |
| Post-synthesis sequential area ratio | 0.777 |
| Vias in the first global route | 21.2k |
| Post-CTS sizing | 0 |
==> sequential cells by signal (all words and copies together), names as in the netlist, named ones only <==
name / flops
entries: 1024
read_ptr: 7
write_ptr: 7
==> area by class of cell <==
class	instances	area, µm²	area share
clock buffers	117	2670	0.0578
clock inverters	68	603	0.0130
inverters	9	33.8	0.000731
multi-input cells	696	8420	0.182
flip-flops and latches	1044	31200	0.674
well taps	1755	2200	0.0475
repair buffers	147	1150	0.0249
==> layer usage <==
metal  part of all wire  wire, µm  global-route usage
met2               0.48     45100               0.232
met5            0.00077        72             0.00605
met1               0.35     32400               0.174
met4              0.019      1780              0.0253
met3               0.15     13900               0.106
==> cell usage in the layout, fill, tap and decap left out, drive strengths merged, types with 11 or more instances in the layout <==
| cell | count |
|---|---|
| a211oi | 32 |
| buf | 126 |
| clkbuf | 117 |
| clkdlybuf4s50 | 21 |
| clkinv | 56 |
| dfxtp | 20 |
| edfxtp | 1024 |
| mux2i | 16 |
| mux4 | 256 |
| nand2 | 23 |
| nor2 | 116 |
| nor2b | 23 |
| nor3 | 16 |
| o21ai | 41 |
| o221ai | 11 |
| o22ai | 55 |
| o41ai | 11 |
| or3 | 15 |
==> path summary, 6_finish.rpt <==
path                    end  slack (ns)  cells after the start
min            write_ptr[6]        0.52                      2
min reg2reg    write_ptr[6]        0.52                      2
max reg2reg  entries[13][8]       25.72                      9
max              rd_port[1]       18.52                      8
==> power by group through the flow <==
stage     logic, mW  clock network (mW)  registers (mW)
4_1_cts       0.585                1.29            1.66
5_1_grt       0.618                1.35            1.67
6_report      0.569                1.27            1.66
==> worst min-delay path, stage by stage, from the launching register on <==
cell and delay (ns):
sky130_fd_sc_hd__dfxtp_1 0.33, sky130_fd_sc_hd__o21ai_0 0.08, sky130_fd_sc_hd__a21oi_1 0.06
==> cell families after synthesis <==
family | count (synthesis) | synth area share
compound gates | 178 | 0.0296
buf+inv | 116 | 0.0132
mux | 275 | 0.149
flops | 1044 | 0.777
fa+ha+maj | 8 | 0.00250
xor+xnor | 7 | 0.00153
simple gates | 228 | 0.0276
No activity file was given, so power comes from the tool's default toggle rates.
